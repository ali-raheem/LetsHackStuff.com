==> flow/design.v <==
module add3(in, out);
	input [12:0]in;
	output [12:0]out;
	reg [12:0]out;
	always@(*)
	begin
		out = in;
		if(in[12:9]>4) out[12:9] = in[12:9] + 3;
		if(in[8:5]>4) out[8:5] = in[8:5] + 3;
	end
endmodule
==> flow/run.sh <==
#!/bin/bash
# OpenROAD 26Q1-2900-gdf79404cd8, Yosys 0.63+post, stock flow scripts
make -C /OpenROAD-flow-scripts/flow DESIGN_CONFIG=/design/flow/config.mk WORK_HOME=/design/flow/orfs finish
==> flow/config.mk <==
export PLATFORM = sky130hd
export DESIGN_NAME = add3
export DESIGN_NICKNAME = add3
export VERILOG_FILES = /design/flow/design.v
export SDC_FILE = /design/flow/constraint.sdc
export NUM_CORES = 4
export LEC_CHECK = 1
export CORE_AREA = 10 10 70 70
export DIE_AREA = 0 0 80 80
==> flow/constraint.sdc <==
current_design add3

set clk_period 1.1
set clk_io_pct 0.2

create_clock -name clk0 -period $clk_period

set non_clock_inputs [all_inputs -no_clocks]
set_input_delay [expr $clk_period * $clk_io_pct] -clock clk0 $non_clock_inputs
set_output_delay [expr $clk_period * $clk_io_pct] -clock clk0 [all_outputs]
==> PnR_summary.wiki <==
=== Synthesis and place and route ===
{| class="wikitable"
! Metric !! Value
|-
| Starting utilization of the core area || 7.18%
|-
| Number of sequential storage elements || 0
|-
| Number of warning messages in the logs || 36
|-
| Synthesis Warnings || 1
|-
| Overall via count from detail_route || 318
|-
| Maximum clock frequency || 747 MHz
|-
| Floorplan Core Area || 3420 um2
|-
| Synthesized cell area || 245 um2
|-
| Quantity of I/O buffers inserted on ports || 16
|-
| Share of post-route cells with drive strength above 1 || 83.6%
|-
| Critical path start-end classification || in2out
|-
| Total wire length after detailed routing || 924 um
|-
| Period Utilization, post-route || 122%
|-
| Yosys cell count || 35
|-
| # hold bufs at CTS || 0
|-
| Chip Footprint || 6400 um2
|-
| Width of the chip || 80 um
|-
| Layout overhead on the synthesized area || 172%
|-
| Cell family with the largest share of critical-path delay || buffers and inverters
|-
| Power density relative to cell area || 355 nW/um2
|-
| Remaining DRCs || 0
|-
| Number of max-slew violations in the final report || 0
|-
| Max-cap violations || 0
|-
| Largest voltage drop on the vdd net || 129 uV
|-
| Top-area cell type share of the netlist area || 20.4%
|-
| Setup crit end kind || output port
|-
| Final setup vio count || 8
|-
| Aggregate global-route resource usage || 2.66%
|-
| Global-route wire length before repair || 1500 um
|-
| Main area contributors || sky130_fd_sc_hd__ha_1 20%, sky130_fd_sc_hd__buf_4 15%, sky130_fd_sc_hd__inv_1 9.2%
|-
| Cell taking the most area after synthesis || sky130_fd_sc_hd__ha_1
|-
| Clkbuf count || 0
|-
| Row count || 21
|-
| Remaining Overflow, GRT || 0
|-
| Worst path setup slack after routing || -0.239 ns
|-
| Crit path cell chain || buf_8, inv_6, ha_4, inv_2, a21oi_2, buf_4, mux2i_1, buf_2
|-
| Post-DP HPWL || 636 um
|-
| Clock period minus final worst setup slack || 1.34 ns
|-
| Antenna violations before repair || 0
|-
| Maximum fanout along the worst path || 3
|-
| Syn Inst Count || 35
|-
| First-pass DRT Iterations || 2
|-
| DP Area || 478 um2
|-
| Summed area of non-filler cells in the final layout || 667 um2
|-
| Vertical die size || 80 um
|-
| Crit path max-delay cell type || sky130_fd_sc_hd__mux2i_1
|-
| Unique masters post-synth || 12
|-
| Worst-case hold slack || 0.440 ns
|-
| Leakage power || 0.288 nW
|-
| Register area || 0 um2
|-
| Required @ worst endpoint || 0.88 ns
|-
| # diodes || 0
|-
| Largest stage delay, worst path || 0.17 ns
|-
| Via/cell ratio || 2.97
|-
| Chip area line of the yosys report || 245 um2
|-
| Seq/Total Area, Yosys || 0%
|-
| Result of the run || complete, but fails checks
|-
| Per-instance average area after synthesis || 7.01 um2
|-
| Gpl congestion || 0.661
|-
| Number of hold-slack violations in the final timing report || 0
|-
| Launching element type of the critical path || input pin
|-
| Count of routing violations after the opening detailed-route iteration || 2
|-
| Crit path buffers/inverters || 5
|-
| Max-slew headroom || 86.8%
|-
| Via count of the first global-routing pass || 342
|-
| Worst Path Arrival || 1.12 ns
|-
| Avg WL per Cell || 8.64 um
|-
| Violated checks || negative setup slack
|-
| Fill cells || 369
|-
| Worst Hold Class || in2out
|-
| Pin count of the biggest net entering global routing || 6
|-
| Unrepaired setup endpoints after global routing || true
|-
| Ports placed on the boundary || 26
|-
| Number of nets with antenna violations after detailed routing || 0
|-
| Worst-Margin Slew || 0.197 ns
|}
## per-layer routing
metal	part of all wire (%)	vias up	routed length, um	global-route usage [%]
li1	-	162	-	-
met1	45	151	412	3.30
met2	53	5	489	5.06
met3	2.5	0	23	0.227
met4	0	0	0	0
met5	0	-	0	0
## Yosys cell counts
library cell	count
sky130_fd_sc_hd__nand2b_1	2
sky130_fd_sc_hd__buf_4	5
sky130_fd_sc_hd__a21o_1	2
sky130_fd_sc_hd__nor2b_1	2
sky130_fd_sc_hd__o21ai_0	4
sky130_fd_sc_hd__mux2i_1	2
sky130_fd_sc_hd__xnor2_1	2
sky130_fd_sc_hd__nor3_1	2
sky130_fd_sc_hd__inv_1	6
sky130_fd_sc_hd__o21ai_1	2
sky130_fd_sc_hd__ha_1	4
sky130_fd_sc_hd__a21oi_2	2
## through the flow
stage	util [%]	power, mW	cells	setup WS [ns]	setup TNS [ns]
after detailed placement	14.0	0.174	99	-0.970	-7.17
after global placement	14.0	0.173	99	-0.967	-7.12
after floorplan	-	0.0586	35	0.0597	0
after CTS	17.9	0.209	106	-0.204	-0.823
final	19.5	0.237	107	-0.239	-0.834
after global routing	19.5	0.259	107	-0.285	-1.30
## worst paths after layout
check                end  slack (ns)  startpoint  depth (start not counted)
setup / recovery  out[6]       -0.24       in[6]                          8
hold / removal    out[1]        0.44       in[1]                          0
## cells in the final DEF, fill, tap and decap left out, types with 2 or more instances in the layout
| master | count |
|---|---|
| sky130_fd_sc_hd__ha_4 | 4 |
| sky130_fd_sc_hd__inv_6 | 3 |
| sky130_fd_sc_hd__buf_2 | 7 |
| sky130_fd_sc_hd__a21oi_2 | 2 |
| sky130_fd_sc_hd__nand2b_1 | 2 |
| sky130_fd_sc_hd__clkdlybuf4s15_2 | 2 |
| sky130_fd_sc_hd__mux2i_1 | 2 |
| sky130_fd_sc_hd__buf_4 | 9 |
| sky130_fd_sc_hd__o21ai_2 | 2 |
| sky130_fd_sc_hd__clkbuf_2 | 2 |
| sky130_fd_sc_hd__xnor2_2 | 2 |
| sky130_fd_sc_hd__a21o_1 | 2 |
| sky130_fd_sc_hd__o21ai_4 | 2 |
| sky130_fd_sc_hd__buf_6 | 6 |
| sky130_fd_sc_hd__inv_2 | 2 |
| sky130_fd_sc_hd__buf_8 | 4 |
| sky130_fd_sc_hd__nor3_2 | 2 |
| sky130_fd_sc_hd__o21ai_1 | 2 |
## report_power, final
part | switching [mW] | leakage (nW) | internal [mW]
clock | 0 | 0 | 0
combinational | 0.0911 | 0.288 | 0.145
sequential | 0 | 0 | 0
## kinds of logic (layout without fill, tap and decap cells)
group                    count (synthesis)  in the layout  share of synthesized area [%]
AND-OR/OR-AND                           10             10                           25.5
XOR/XNOR                                 2              2                           7.14
adder cells (fa/ha/maj)                  4              4                           20.4
buffers and inverters                   11             37                           24.5
multiplexers                             2              2                           8.16
AND/OR/NAND/NOR                          6              6                           14.3
## repair_timing
action / in CTS / in global routing
endpoints found under the hold margin: 0 / 0
cloned: 0 / 0
endpoints found under the setup margin: 8 / 8
buffers inserted: 11 / 4
gates resized: 86 / 17
pin swaps: 13 / 12
## area by class of cell
type,instances,area [um2],share of cell area [%]
multi-input cells,24,298,44.7
inverters,6,40.0,6.00
repair buffers,31,272,40.7
well taps,46,57.6,8.63
No activity file was given, so power comes from the tool's default toggle rates.
