==> design/flow/config.mk <==
export PLATFORM = sky130hd
export DESIGN_NAME = vga
export DESIGN_NICKNAME = vga
export VERILOG_FILES = /design/flow/design.v
export SDC_FILE = /design/flow/constraint.sdc
export NUM_CORES = 4
export LEC_CHECK = 1
export CORE_AREA = 10 10 90 90
export DIE_AREA = 0 0 100 100
==> design/flow/design.v <==
module vga(clk, VGA_HS, VGA_VS, display, oX, oY);
input clk;
output VGA_HS, VGA_VS;
output display;
output [9:0] oX, oY;
reg [9:0]x,y;
assign display = ((y>34 && y<514) && (x>143 && x<783));
assign oX = display?x-143:0;
assign oY = display?y-34:0;
wire line, frame;
assign line = (x==799);
assign frame = (y==524);
always@(posedge clk)
	if(line)
		x <= 0;
	else
		x <= x + 1;
always@(posedge clk)
	if (frame)
		y <= 0;
	else if (line)
		y <= y + 1;
assign VGA_HS = ~(x>0 && x<95);
assign VGA_VS = ~(y==0 || y==1);
endmodule
==> design/flow/run.sh <==
#!/bin/bash
# OpenROAD 26Q1-2900-gdf79404cd8, Yosys 0.63+post, stock flow scripts
make -C /OpenROAD-flow-scripts/flow DESIGN_CONFIG=/design/flow/config.mk WORK_HOME=/design/flow/orfs finish
==> design/flow/constraint.sdc <==
current_design vga

set clk_period 3.8
set clk_io_pct 0.2

create_clock -name clk0 -period $clk_period [get_ports {clk}]

set non_clock_inputs [all_inputs -no_clocks]
set_input_delay [expr $clk_period * $clk_io_pct] -clock clk0 $non_clock_inputs
set_output_delay [expr $clk_period * $clk_io_pct] -clock clk0 [all_outputs]
==> flow_metrics.tcl <==
# place-and-route summary
set metrics [dict create \
    outcome "completed" \
    worst-setup-path-type "register to output port" \
    powerDensity_mw_per_mm2 201 \
    antenna_found_initial 0 \
    gr-usage-all-layers_pct 6.93 \
    path_clk_slew_ns 0.07 \
    routed_via_density 4.47 \
    worstMarginPinSlew_ns 0.638 \
    postCtsSetupRepairBufs 0 \
    final_layout_top_logic_cells "clkdlybuf4s50_1, nor2_1, dfxtp_1" \
    slew_headroom_pct 56.8 \
    die_width_um 100 \
    comb_area_mm2 0.00102 \
    met2_length_um 1280 \
    path_max_fanout 15 \
    ys.warnings.count 1 \
    hold_viol_final 0 \
    period_used_pct 89.9 \
    cp_cell_sequence "or4_4, a22oi_2, o211ai_2, buf_4, nor3_2, clkdlybuf4s50_1" \
    drt_iter0_drc 113 \
    highest_layer "met4" \
    path_buffers 2 \
    grt_pass1_vias 1130 \
    ys_cells 178 \
    post_cts_resized 0 \
    vias 1208 \
    setup_violations 0 \
    drcViolationCount 0 \
    fp_util_pct 24.5 \
    power.leakage_uw 0.000682 \
    flop_cell "dfxtp_1" \
    cts_tree "yes" \
    cpMaxStageDelayCell "or4_4" \
    worstSkewPairLatency_ns 0.26 \
    diodes 0 \
    fmax_mhz 293 \
    cp-end-kind "output port" \
    max_stage_delay_ns 0.56 \
    clock_path_buffers 2 \
    cts_sinks 20 \
    cp_data_arrival_time_ns 2.66 \
    routedWlPerCell_um 12.7 \
    drtPass1Iterations 6 \
    synth.distinct_cells 42 \
    fillers 646 \
    place.gp.congestion 0.887 \
    edf_count 0 \
    ys_area_mm2 0.00154 \
    slew_violations 0 \
    grt_overflow 0 \
    postRouteAntennaNets 0 \
    fin_crit_ns 3.42 \
    cp.required_ns 3.04 \
    warnings 30 \
    ys_ff 20 \
    ff_latch_area_um2 400 \
    syn_area_per_cell_um2 8.65 \
    coreArea_mm2 0.00628 \
    cts-hold-fix-buffers 0 \
    asyncSetResetFlopFracSynth_pct 0 \
    grt_start_max_net_pins 16 \
    cap_violations 0 \
    rsz0062_at_grt "false" \
    wl_met3_um 259 \
    tns_ns 0 \
    cts_inserted_buffers 3 \
    hpwlAfterDp_um 2500 \
    synthCells 178 \
    grt_first_pass_wirelength_um 5850 \
    synth_area_mm2 0.00154 \
    lay_top_count "clkdlybuf4s50_1" \
    io_pins 24 \
    root_buffer "clkbuf_8" \
    h-tree-depth 1 \
    worstSetupStartpointType "register" \
    dieArea_mm2 0.0100 \
    skew_ns 0.00387 \
    drive_above_1_share_pct 17.6 \
    wl_met1_um 1840 \
    cp_top_family "buffers and inverters" \
    ys_seq_share_pct 26.0 \
    wirelength_um 3440 \
    die_h_um 100 \
    area_growth_pct 21.0 \
    io_buffer_count 23 \
    vdd_drop_max_mv 0.121 \
    power_uw 375 \
    rows 29 \
    hp-class "register to register" \
]
[state kept, by name, summed over array words and instances (netlist names)]
register	flops
y	10
x	10
[worst paths after layout]
| kind | startpoint | to | slack, ns | cells after the start |
|---|---|---|---|---|
| worst max-delay path | x[5] | oY[9] | 0.38 | 6 |
| worst min-delay path | x[0] | x[0] | 0.52 | 1 |
| worst max register to register | x[4] | y[6] | 1.61 | 4 |
| worst min register to register | x[0] | x[0] | 0.52 | 1 |
[final cells by class]
cell class | instances | share of cell area [%]
well taps | 77 | 5.17
inverters | 5 | 1.01
multi-input cells | 135 | 54.6
flip-flops and latches | 20 | 21.5
repair buffers | 29 | 14.8
clock buffers | 4 | 2.95
[worst register-to-register path, stage by stage, from the launching register on]
cell	delay, ns
dfxtp_1	0.54
nor4b_1	0.59
and3_1	0.62
nand4_1	0.18
xnor2_1	0.15
[kinds of logic (layout without fill, tap and decap cells)]
group	Yosys count	after routing	share of synthesized area, %
compound gates	14	14	7.72
fa+ha+maj	8	8	6.50
flops	20	20	26.0
mux	2	2	1.30
buf+inv	23	38	8.37
simple gates	85	85	35.3
xor+xnor	26	26	14.8
[routing by layer]
layer | vias to the layer above | GRT usage (%)
met5 | - | 0
met4 | 0 | 0.978
met3 | 5 | 2.36
met2 | 20 | 9.56
met1 | 541 | 10.4
li1 | 642 | -
[cell usage after synthesis, types with 3 or more instances]
library cell,n,area (µm²)
nand4_1,9,56.3
and3_1,5,31.3
buf_6,4,45.0
xnor2_1,16,140
nor3_1,5,25.0
inv_1,5,18.8
nand2_1,9,33.8
nor3_2,16,160
dfxtp_1,20,400
nand3_1,3,15.0
xor2_1,10,87.6
ha_1,8,100
clkbuf_1,8,30.0
nor2_1,20,75.1
buf_2,4,20.0
[per-stage QoR]
step                area, µm²  util [%]  worst slack, ns  cells  hold WS (ns)
finish                   1860      29.7            0.382    270         0.521
global route             1860      29.7            0.155    270         0.559
CTS                      1860      29.7            0.363    270         0.525
detailed placement       1810      28.8            0.646    266         0.504
global placement         1810      28.8            0.688    266         0.485
floorplan                1540         -             1.42    178         0.458
[report_power, final]
group	switching, µW	internal (µW)
sequential	0	209
clock	73.7	92.4
combinational	0	0
